## design/flow/design.v

```verilog
module clk_divider(
    input clk, 
    output reg clk_div
);
    reg [31:0] count = 0;
    always @(posedge clk) begin
        if(count == 6250000) begin   
            count <= 0;
            clk_div <= ~clk_div;
        end else begin
            count <= count + 1;
        end
    end
endmodule
module vending_machine_core(
    input clk,
    input rst,
    input coin_insert,
    input [1:0] coin_value,
    input [1:0] selection,
    input cancel,
    output reg [3:0] led_state,
    output reg led5_r, led5_g, led5_b,   
    output reg led6_r, led6_g, led6_b    
);
    parameter IDLE = 3'b000;
    parameter COLLECTING = 3'b001;
    parameter WAIT_SELECTION = 3'b010;
    parameter DISPENSE = 3'b011;
    parameter RETURN = 3'b100;
    reg [2:0] present_state, next_state;
    reg [7:0] balance;
    reg [7:0] change_amount;
    reg [3:0] dispense_counter;   
    localparam CHIPS_COST = 8'd10;   
    localparam SOFT_DRINK_COST = 8'd15; 
    localparam CHOCOLATE_COST = 8'd20;
    function [7:0] get_product_cost;
        input [1:0] sel;
        begin
            case(sel)
                2'b00: get_product_cost = CHIPS_COST;
                2'b01: get_product_cost = SOFT_DRINK_COST;
                2'b10: get_product_cost = CHOCOLATE_COST;
                default: get_product_cost = 8'd0;
            endcase
        end
    endfunction
    always @(posedge clk or posedge rst) begin
        if (rst) begin
            present_state <= IDLE;
            balance <= 8'd0;
            change_amount <= 8'd0;
            dispense_counter <= 4'd0;
        end 
        else begin
            present_state <= next_state;
            case(present_state)
                IDLE: begin
                    if(coin_insert) begin
                        case(coin_value)
                            2'b00: balance <= balance + 8'd1;
                            2'b01: balance <= balance + 8'd2;
                            2'b10: balance <= balance + 8'd5;
                            2'b11: balance <= balance + 8'd10;
                        endcase
                    end
                end
                COLLECTING: begin
                    if(coin_insert) begin
                        case(coin_value)
                            2'b00: balance <= balance + 8'd1;
                            2'b01: balance <= balance + 8'd2;
                            2'b10: balance <= balance + 8'd5;
                            2'b11: balance <= balance + 8'd10;
                        endcase
                    end
                end
                WAIT_SELECTION: begin
                    if(coin_insert) begin
                        case(coin_value)
                            2'b00: balance <= balance + 8'd1;
                            2'b01: balance <= balance + 8'd2;
                            2'b10: balance <= balance + 8'd5;
                            2'b11: balance <= balance + 8'd10;
                        endcase
                    end
                end
                DISPENSE: begin
                    if(dispense_counter == 4'd0) begin
                        change_amount <= balance - get_product_cost(selection);
                        dispense_counter <= 4'd10;   
                    end
                    else begin
                        dispense_counter <= dispense_counter - 1;
                    end
                end
RETURN: begin
                    balance <= 8'd0;   
                    change_amount <= 8'd0;
                    dispense_counter <= 4'd0;
                end
            endcase
        end
    end
    always @(*) begin
        next_state = present_state;
        case(present_state)
            IDLE: begin
                if(coin_insert) 
                    next_state = COLLECTING;
            end
            COLLECTING: begin
                if(cancel) begin
                    next_state = RETURN;
                end
                else if(selection != 2'b11) begin   
                    if(balance >= get_product_cost(selection)) begin
                        next_state = DISPENSE;
                    end
                    else begin
                        next_state = WAIT_SELECTION;
                    end
                end
                else if(coin_insert) begin
                    next_state = COLLECTING;   
                end
            end
            WAIT_SELECTION: begin
                if(cancel) begin 
                    next_state = RETURN;
                end 
                else if(coin_insert) begin
                    next_state = COLLECTING;
                end
                else if(selection != 2'b11) begin   
                    if(balance >= get_product_cost(selection)) begin
                        next_state = DISPENSE;
                    end
                end
            end
            DISPENSE: begin
                if(dispense_counter == 4'd1) begin   
                    next_state = RETURN;
                end
            end
            RETURN: begin 
                next_state = IDLE;
            end
            default: begin
                next_state = IDLE;
            end
        endcase
    end
    always @(posedge clk or posedge rst) begin
        if (rst) begin
            led_state <= 4'b0001;   
            led5_r <= 1'b0; led5_g <= 1'b0; led5_b <= 1'b0;
            led6_r <= 1'b0; led6_g <= 1'b0; led6_b <= 1'b0;
        end
        else begin
            led_state <= 4'b0000;
            led5_r <= 1'b0; led5_g <= 1'b0; led5_b <= 1'b0;
            led6_r <= 1'b0; led6_g <= 1'b0; led6_b <= 1'b0;
            case(present_state)
                IDLE: begin
                    led_state[0] <= 1'b1;   
                    if(balance > 0)
                        led6_g <= 1'b1;   
                end
                COLLECTING: begin
                    led_state[1] <= 1'b1;   
                    if(balance >= CHOCOLATE_COST)   
                        led6_g <= 1'b1;   
                    else if(balance >= CHIPS_COST)   
                        led6_b <= 1'b1;   
                    else
                        led6_r <= 1'b1;   
                end
                WAIT_SELECTION: begin
                    led_state[2] <= 1'b1;   
                    if (selection != 2'b11) begin
                        if(balance >= get_product_cost(selection)) 
                            led6_g <= 1'b1;   
                        else 
                            led6_r <= 1'b1;   
                    end else begin
                        led6_b <= 1'b1;   
                    end
                end
                DISPENSE: begin
                    led_state[3] <= 1'b1;   
                    case(selection)
                        2'b00: led5_r <= 1'b1;   
                        2'b01: led5_g <= 1'b1;   
                        2'b10: led5_b <= 1'b1;   
                    endcase
                end
                RETURN: begin
                    if(change_amount > 0)
                        led6_b <= 1'b1;   
                    else
                        led6_g <= 1'b1;   
                end
            endcase
        end
    end
endmodule
module vending_machine_fpga(
    input sysclk,            
    input [3:0] sw,          
    input [3:0] btn,         
    output [3:0] led,        
    output led5_r,           
    output led5_g,           
    output led5_b,           
    output led6_r,           
    output led6_g,           
    output led6_b            
);
    wire clk_div;
    wire coin_insert, cancel, reset;
    wire [1:0] coin_value, selection;
    reg [3:0] btn_sync1, btn_sync2, btn_prev;
    wire [3:0] btn_edge;
    always @(posedge clk_div) begin
        btn_sync1 <= btn;
        btn_sync2 <= btn_sync1;
        btn_prev <= btn_sync2;
    end
    assign btn_edge = btn_sync2 & ~btn_prev;   
    assign coin_insert = btn_edge[0];
    assign cancel = btn_edge[1];
    assign reset = btn_edge[2];
    assign coin_value = sw[1:0];
    assign selection = sw[3:2];
    clk_divider clk_div_inst(
        .clk(sysclk),
        .clk_div(clk_div)
    );
    vending_machine_core vm_core(
        .clk(clk_div),
        .rst(reset),
        .coin_insert(coin_insert),
        .coin_value(coin_value),
        .selection(selection),
        .cancel(cancel),
        .led_state(led),
        .led5_r(led5_r),
        .led5_g(led5_g), 
        .led5_b(led5_b),
        .led6_r(led6_r),
        .led6_g(led6_g),
        .led6_b(led6_b)
    );
endmodule
```

## design/flow/run.sh

```bash
#!/bin/bash
# OpenROAD 26Q1-2900-gdf79404cd8, Yosys 0.63+post, stock flow scripts
make -C /OpenROAD-flow-scripts/flow DESIGN_CONFIG=/design/flow/config.mk WORK_HOME=/design/flow/orfs finish
```

## design/flow/config.mk

```make
export PLATFORM = sky130hd
export DESIGN_NAME = vending_machine_fpga
export DESIGN_NICKNAME = vending_machine_fpga
export VERILOG_FILES = /design/flow/design.v
export SDC_FILE = /design/flow/constraint.sdc
export NUM_CORES = 4
export LEC_CHECK = 1
export CORE_UTILIZATION = 40
```

## design/flow/constraint.sdc

```tcl
current_design vending_machine_fpga

set clk_period 6.4
set clk_io_pct 0.2

create_clock -name clk0 -period $clk_period [get_ports {sysclk}]

set non_clock_inputs [all_inputs -no_clocks]
set_input_delay [expr $clk_period * $clk_io_pct] -clock clk0 $non_clock_inputs
set_output_delay [expr $clk_period * $clk_io_pct] -clock clk0 [all_outputs]
```

==> impl_metrics.yaml <==
# flow metrics
timing:
  worstMarginPinSlew_ns: 0.829
  max_slew_margin_pct: 43.1
  untimed_endpoints: 54
  max_freq_mhz: 496
  worst_clock_skew_ns: 0.00268
  fin_setup_tns_ns: 0
  rsz0062_at_grt: "no"
  min_period_ns: 2.02
  slew_viol_final: 0
  setup_viol: 0
  hold_viol: 0
  unclocked_regs: 44
  holdWs_ns: 0.468
  fin_ws_ns: 4.38
  fin_crit_sh_pct: 31.5
power_and_ir_drop:
  power.leakage_nw: 1.76
  p_per_area_nw_per_um2: 95.6
  peakVddDrop_v: 0.000148
synthesis:
  yosys_area_um2: 3770
  avgSynthCellArea_um2: 9.81
  ys.flop_type: "dfxtp_1"
  yosysTopAreaCell: "dfrtp_1"
  ys_async_sr_fraction_pct: 45.5
  ys_seq_elements: 77
  netlist.area_leader.share_pct: 21.9
  topCellsByArea: "dfrtp_1, dfxtp_1, ha_1"
  synth_area_um2: 3770
  ys_cells: 384
  edf_count: 1
  yosys_warnings: 3
  ys_seq_share_pct: 45.9
  synthDistinctLibCells: 59
  syn-instance-count: 384
global_routing:
  antenna_found_initial: 0
  grt_max_degree: 45
  grt_pass1_vias: 2524
  track_usage_pct: 14.5
  grt_pass1_wl_mm: 11.6
  grt-ovfl-total: 0
floorplan:
  dieWidth_um: 99.1
  floorplan.core_util_pct: 41.0
  core_um2: 9200
  die_h_um: 99.1
  pin_count: 19
  die-area_um2: 9810
  num_rows: 35
cts:
  postCtsResizedCells: 0
  clk_pin_slew_ns: 0.06
  cts_setup_buffers: 0
  clk_latency_ns: 0.28
  h-tree-depth: 2
  numCtsBuffers: 5
  hold_buffers: 0
  cts_tree: "built"
  clockRootBuffer: "clkbuf_8"
  ctsLongestPathBuffers: 2
place:
  port-buffer-count: 17
  place_hpwl_mm: 4.84
  gp_congestion: 0.788
  place_ws_ns: 4.33
  placed_cells: 504
critical_path:
  crit_fanout: 12
  worst_ep_required_time_ns: 6.32
  rrSetupSlack_ns: 4.38
  path_class: "reg2reg"
  cp.arrival_ns: 1.94
  crit_path_end_kind: "flip-flop"
  critPathLaunchType: "flip-flop"
hold_path:
  worstHoldPathType: "reg2reg"
layout:
  area_growth_pct: 9.59
  post-route-util_pct: 44.9
  drive_above_1_share_pct: 5.50
  layout_top_cells: "dfxtp_1, nor2_1, dfrtp_1, nand2_1, ha_1"
  final_common_cell: "dfxtp_1"
  final_cells: 511
flow_run:
  maxCapViolCount: 0
  log.warning_count: 37
detailed_routing:
  antenna-diode-count: 0
  drtPass1Iterations: 4
  via_per_inst: 5.11
  drc: 0
  postRouteWirelength_mm: 6.44
  drt-initial-drc-count: 83
  wl_per_cell_um: 12.6
  ant_nets: 0
  num_vias: 2609
run_status:
  status: "finished, final reports clean"
==> area by class of cell <==
cell class	count	area [µm²]
Clock buffer	7	86.3
Fill cell	858	5070
Inverter	20	75.1
Multi-Input combinational cell	277	1920
Sequential cell	77	1730
Tap cell	111	139
Timing Repair Buffer	19	185
==> report_power, final <==
part           total [mW]  switching [mW]  leakage, nW  internal, mW
sequential          0.207               0        0.785         0.207
clock               0.154          0.0692       0.0443        0.0852
combinational      0.0341          0.0178        0.930        0.0163
==> worst max-delay path, cell delays in order (launching register included) <==
cell     delay, ns
dfxtp_1       0.34
inv_1         0.07
ha_1          0.14
nor4b_1       0.22
nand4_1       0.19
nor3_1        0.21
and3_1        0.48
==> kinds of logic after synthesis <==
family                     after synthesis  share of synthesized area, %
AOI/OAI and AO/OA                       63                          11.5
xor gates and xnor gates                38                          8.83
adders and majority gates               24                          8.17
buffers and inverters                   30                          3.29
DFF                                     77                          45.9
muxes                                    1                         0.266
and+or+nand+nor                        151                          22.1
==> per-layer routing <==
layer / vias to the layer above / track usage, % / share of wire, %
met5: - / 0 / 0
met2: 24 / 24.8 / 48
met4: 0 / 0.792 / 0.62
met3: 3 / 1.23 / 1.8
met1: 1218 / 21.8 / 49
li1: 1364 / - / -
==> registers in the layout, indices dropped and copies added, names as in the netlist, 3 cells and up <==
name and count:
btn_sync1 3, btn_prev 3, vm_core.led_state 4, vm_core.balance 8, clk_div_inst.count 32, vm_core.change_amount 8
vm_core.dispense_counter 4, vm_core.present_state 5, btn_sync2 3
==> Yosys cell counts (5+ instances only) <==
cell      n
and2_1    5
inv_1    20
nand3_1  14
a21oi_1  14
nor2b_1   6
ha_1     23
nor3_1   12
xnor2_1  19
dfrtp_1  33
a22o_1    7
dfxtp_1  41
nand2_1  32
xor2_1   19
nor2_1   39
nand4_1   6
o21ai_0  10
or3_1     5
buf_2     5
==> path summary, 6_finish.rpt <==
kind | from | cells after the start | end
setup reg to reg | clk_div_inst.count[0] | 6 | clk_div_inst.clk_div
hold reg to reg | clk_div_inst.count[31] | 1 | clk_div_inst.count[31]
setup / recovery | clk_div_inst.count[0] | 6 | clk_div_inst.clk_div
hold / removal | clk_div_inst.count[31] | 1 | clk_div_inst.count[31]
==> stage by stage <==
step / instance area (µm²) / total power [mW]
final: 4130 / 0.395
after global routing: 4130 / 0.413
after CTS: 4130 / 0.400
after detailed placement: 4040 / 0.245
after global placement: 4040 / 0.245
after floorplan: 3770 / 0.235
No activity file was given, so power comes from the tool's default toggle rates.
